### config.mk
export PLATFORM = sky130hd
export DESIGN_NAME = Up_Down_Counter
export DESIGN_NICKNAME = Up_Down_Counter
export VERILOG_FILES = /design/flow/design.v
export SDC_FILE = /design/flow/constraint.sdc
export NUM_CORES = 4
export LEC_CHECK = 1
export CORE_AREA = 10 10 70 70
export DIE_AREA = 0 0 80 80
### constraint.sdc
current_design Up_Down_Counter

set clk_period 1.8
set clk_io_pct 0.2

create_clock -name clk0 -period $clk_period [get_ports {clk}]

set non_clock_inputs [all_inputs -no_clocks]
set_input_delay [expr $clk_period * $clk_io_pct] -clock clk0 $non_clock_inputs
set_output_delay [expr $clk_period * $clk_io_pct] -clock clk0 [all_outputs]
### design.v
`timescale 1ns / 1ps
module Up_Down_Counter (clk, rst, u_d, q);
input clk,rst,u_d;
output reg [2:0]q;
reg [2:0] state;
reg [2:0] Next_state;
parameter        CERO = 3'b000,
                 UNO = 3'b001,
                 DOS = 3'b010,
                 TRES = 3'b011,
                 CUATRO = 3'b100,
                 CINCO = 3'b101,
                 SEIS = 3'b110,
                 SIETE = 3'b111;
always @(posedge clk)
begin
    if (!rst)
    begin
       state <= CERO;
    end
    else begin
       state <= Next_state;
    end
end
always @(state,u_d)
begin
    case (state)
        CERO : begin if( u_d )begin 
                Next_state = UNO;
                q = UNO;
                end
               else begin 
                Next_state = SIETE;
                q = SIETE;
               end
               end
        UNO : begin if( u_d )begin
                 Next_state = DOS;
                 q = DOS;
                 end
               else begin 
                 Next_state = CERO;
                 q = CERO;
               end
             end
        DOS : begin if( u_d ) begin
                Next_state = TRES;
                q = TRES;
              end
               else begin 
               Next_state = UNO;
               q = UNO;
               end
             end
        TRES : begin if( u_d ) begin 
                Next_state = CUATRO;
                q = CUATRO;
                end
               else begin 
                Next_state = DOS;
                q = DOS;
               end
              end
        CUATRO : begin if( u_d )begin
                   Next_state = CINCO;
                   q = CINCO;
                end
               else begin 
                   Next_state = TRES;
                   q = TRES;
                end
               end
        CINCO : begin if( u_d )begin
                   Next_state = SEIS;
                   q = SEIS;
                end
                else begin 
                   Next_state = CUATRO;
                   q = CUATRO;
                end
               end
        SEIS : begin if( u_d ) begin
                   Next_state = SIETE;
                   q = SIETE;
                   end
               else begin 
                   Next_state = CINCO;
                   q = CINCO;
               end
              end 
        SIETE : begin if( u_d ) begin
                   Next_state = CERO;
                   q = CERO;
                end
               else begin 
                   Next_state = SEIS;
                   q = SEIS;
               end
               end
    endcase
end
endmodule
### run.sh
#!/bin/bash
# OpenROAD 26Q1-2900-gdf79404cd8, Yosys 0.63+post, stock flow scripts
make -C /OpenROAD-flow-scripts/flow DESIGN_CONFIG=/design/flow/config.mk WORK_HOME=/design/flow/orfs finish
==> Changelog: implementation <==
### Metrics

* Placed cell count at 67
* Average routed wire per standard cell at approximately 5.4 um
* Final Hold Viols at 0
* Registers with the most flip-flops: state: 3 flops
* Comb pwr share at 0.230
* F_max at approximately 0.6 GHz
* Buffering stage count on the worst path with inverters included at 2
* Number of instances in the synthesized netlist at 14
* Count of cell types in the netlist at 12
* Die Outline Area at 0.00640 mm^2
* Num Clock Sinks at 3
* Final-layout worst hold slack at 543 ps
* Post CTS Setup Buffer Count at 0
* Number of pins with negative max-slew slack in the final report at 0
* Share of the core filled by cells before placement at 0.0407
* Ratio of final minimum period to clock period at 0.948
* Number of I/O pins at 6
* Number of vias after detailed routing at 131
* Count of input and output buffers at 5
* Measured slew at the worst slew-check pin at around 210 ps
* All-layer global routing usage at 0.0123
* Standard cell with the maximum stage delay on the critical path: sky130_fd_sc_hd__dfxtp_4
* Crit Path Class: reg -> out
* Number of CTS-inserted buffers at 3
* Final Cell Area at 303 um^2
* Fraction of final layout cells sized beyond drive strength 1 at 0.480
* CP Data Required Time at 1440 ps
* Start of the worst register-to-register path: state[0]$_SDFF_PN0_
* Clock tree skew after final layout at 0.361 ps
* Largest register FFs at 3
* Netlist area before placement at approximately 140 um^2
* Switching Share at 0.237
* Total length of routed wires at 385 um
* Via count of the first global-routing pass at 132
* Number of vias per cell at 1.85
* Total cell area reported by yosys after synthesis at between 100 and 150 um^2
* Sw power at 62.1 uW
* Stage-log warning count at 25
* TritonCTS clock tree: built
* Total design power at 262 uW
* Clock Latency Late Sink at roughly 230 ps
* Buffer depth of the longest clock path at 2
* Largest net degree at the start of global routing at 5
* Number of iterations in the first detailed-routing pass at 1
* Routability congestion estimate from global placement at 0.751
* Register share of total power at 0.330
* Antenna cells at 0
* Number of maximum-capacitance violations at 0
* Remaining Overflow, GRT at 0
* Clock-pin slew on the worst setup and hold paths at approximately 30 ps
* Die Width at ~80 um
* P_int at 200 uW
* Adder and majority gate portion of the synthesized area at 0
* Setup crit end kind: output pin
* Residual DRC at 0
* Crit-path max FO at 4
* Final count of negative-setup-slack endpoints at 0
* Clock Power Share at 0.439
* Sequential share of the synthesized area at 0.432
* Post-synthesis simple-gate area fraction at 0.378
* Worst setup path start: state[0]$_SDFF_PN0_
* Result of the run: completed
* Most frequently placed logic cell in the final layout: sky130_fd_sc_hd__clkbuf_4
* Worst Setup Start Kind: register
* Hold Crit Start: u_d
* Layout overhead on the synthesized area at 118%
* Remaining number of nets flagged by the antenna check after routing at 0
* Dpl hpwl at 303 um
* Largest combinational cell category by area: simple AND/OR/NAND/NOR gates
* Htree depth at 1
* Number of cells in the yosys synthesis report at 14
* Fin crit period at 1710 ps
* Synthesized-area fraction occupied by ao, oa, aoi and oai cells at 0.0360
* Core region area at 0.00342 mm^2
* Register with the most flip-flops: state
* Height of the chip at about 80 um
* Flops after synth at 3
* Fraction of synthesized area in multiplexers at 0
* Critical path cell sequence: and3_2 > buf_4 > nor3_4 > nor2b_1 > dlygate4sd2_1
* Synthesized area divided by synthesized cell count at 9.92 um^2
* Clock tree root buffer cell: sky130_fd_sc_hd__clkbuf_4
* Number of antenna violations at the first check in global routing at 0
* Relative max-transition margin at 0.863
* Power per cell area at 865 mW/mm^2
* DR iter-0 viols at 0
* Maximum resistive drop on vdd at 0.108 mV
* Fraction of synthesized cell area in xor and xnor cells at 0.126
* Most numerous logic cells after layout: sky130_fd_sc_hd__clkbuf_4 (3), sky130_fd_sc_hd__nor3_4 (2), sky130_fd_sc_hd__clkdlybuf4s50_1 (2), sky130_fd_sc_hd__dlygate4sd2_1 (2), sky130_fd_sc_hd__buf_4 (2)
* DP Area at 262 um^2
* Type of the most critical hold path: in -> reg
* Yosys warning total at 1
* Leakage power figure at 0.000116 uW
* Final std cells w/o fill at ~71
* Data arrival time of the critical path at roughly 1400 ps
* Global-route wire length before repair at 586 um
* CTS Hold Bufs at 0
* Biggest cell delay along the critical path at 350 ps
* CP top delay family: buffers and inverters
* Setup TNS after final layout at 0 ps
* Setup repair after global routing missed its margin: no
* Rows at 21
* Fill cell instance count of the final layout at roughly 400
[worst reg2reg max path, delay by kind of cell (launching register included)]
family,cells,cell delay [ps]
simple gates,3,510
buf+inv,1,140
flops,1,350
[metal layers]
layer | GRT usage | wire length, um | share of wire | vias up
met5 | 0 | 0 | 0 | -
met4 | 0.00880 | 8 | 0.021 | 0
met3 | 0.00909 | 31 | 0.081 | 2
met2 | 0.0201 | 235 | 0.61 | 1
met1 | 0.0100 | 110 | 0.29 | 58
li1 | - | - | - | 70
[logic make-up (layout without fill, tap and decap cells)]
family                    Yosys count  count (layout)
and+or+nand+nor                     7               7
DFF                                 3               3
xor gates and xnor gates            2               2
buffers and inverters               1              12
AOI/OAI and AO/OA                   1               1
[power by group through the flow]
stage / logic [uW] / registers [uW] / clock network (uW)
finish: 60.3 / 86.5 / 115
global route: 67.1 / 87.5 / 123
CTS: 61.7 / 84.1 / 123
[per-stage QoR]
| step | setup slack, ps | util |
|---|---|---|
| detailed placement | -437 | 0.0766 |
| global placement | -415 | 0.0766 |
| finish | 93.7 | 0.0886 |
| floorplan | 613 | - |
| CTS | 28.9 | 0.0872 |
| global route | 37.4 | 0.0886 |
[cell usage after synthesis]
cell | number | area share
sky130_fd_sc_hd__dfxtp_1 | 3 | 0.43
sky130_fd_sc_hd__and2_1 | 1 | 0.045
sky130_fd_sc_hd__and2b_2 | 1 | 0.063
sky130_fd_sc_hd__and3_2 | 1 | 0.054
sky130_fd_sc_hd__and3b_1 | 1 | 0.063
sky130_fd_sc_hd__inv_1 | 1 | 0.027
sky130_fd_sc_hd__nor2b_1 | 1 | 0.045
sky130_fd_sc_hd__nor3_1 | 1 | 0.036
sky130_fd_sc_hd__nor3_2 | 1 | 0.072
sky130_fd_sc_hd__o21ai_0 | 1 | 0.036
sky130_fd_sc_hd__xnor2_1 | 1 | 0.063
sky130_fd_sc_hd__xor2_1 | 1 | 0.063
[final cells by class]
type,count,area [um^2],area share
multi-input cells,10,92.6,0.306
flip-flops and latches,3,65.1,0.215
repair buffers,7,57.6,0.190
well taps,46,57.6,0.190
clock buffers,4,26.3,0.0868
inverters,1,3.75,0.0124
[path summary, 6_finish.rpt]
kind	slack [ps]	depth (start not counted)	endpoint
min	540	3	state[1]$_SDFF_PN0_
max	90	5	q[2]
min reg2reg	600	2	state[2]$_SDFF_PN0_
max reg2reg	690	4	state[2]$_SDFF_PN0_
[timing repair]
| action | CTS | global route |
|---|---|---|
| endpoints found under the setup margin | 2 | 1 |
| pin swaps | 2 | 1 |
| resized | 8 | 4 |
No activity file was given, so power comes from the tool's default toggle rates.
